### ./config.mk
export PLATFORM = sky130hd
export DESIGN_NAME = gold_multiplier
export DESIGN_NICKNAME = gold_multiplier
export VERILOG_FILES = /design/flow/design.v
export SDC_FILE = /design/flow/constraint.sdc
export NUM_CORES = 4
export LEC_CHECK = 1
export CORE_UTILIZATION = 50
### ./constraint.sdc
current_design gold_multiplier

set clk_period 43.1
set clk_io_pct 0.2

create_clock -name clk0 -period $clk_period

set non_clock_inputs [all_inputs -no_clocks]
set_input_delay [expr $clk_period * $clk_io_pct] -clock clk0 $non_clock_inputs
set_output_delay [expr $clk_period * $clk_io_pct] -clock clk0 [all_outputs]
### ./design.v
module gold_multiplier
#(
    parameter BITS=64
) (
    input [BITS-1:0] a,
    input [BITS-1:0] b,
    output [BITS*2-1:0] o
);
    assign o = a * b;
endmodule
### ./run.sh
#!/bin/bash
# OpenROAD 26Q1-2900-gdf79404cd8, Yosys 0.63+post, stock flow scripts
make -C /OpenROAD-flow-scripts/flow DESIGN_CONFIG=/design/flow/config.mk WORK_HOME=/design/flow/orfs finish
==> notes.md <==
## Drt
* via count of the routed design: 92900
* drt first-iter violations: 3995
* iteration tally of the first detailed-router pass: 6
* remaining antenna violation count after routing: 0
* post-detailed-route wirelength per cell: 26.3 um
* number of remaining DRC errors: 0
* detail-routed via count per cell: 5.45
* Total Routed Length: 448000 um

## Layout
* share of final-layout standard cells stronger than drive strength 1: 0.0300
* sequential cells: 0
* Final Cell Area: 133000 um2
* number of clock buffers in the layout: 0
* register area: 0 um2
* layout overhead on the synthesized area: 3.74%

## Timing
* aggregate negative setup slack: 0 ps
* transition time at the pin with the least slew margin: 1370 ps
* fin crit share: 0.697
* unrepaired setup endpoints after global routing: false
* final setup violation count: 0
* maximum frequency from static timing analysis: 33.3 MHz
* min Tclk post-route: 30040 ps
* worst-case headroom to the max-slew limit: 0.0755
* number of endpoints with negative hold slack in the final report: 0
* Final Max Tran Viols: 0

## Die
* core area: 254000 um2
* Boundary Pins: 256
* fp_density: 0.503
* Die H: 508 um
* count of standard-cell rows: 185
* Die Outline Area: 258000 um2
* Die W: 508 um

## Pwr
* cell leakage power: 68.7 nW
* switching power: 69.8 mW
* proportion of total power due to net switching: 0.611
* worst-case vdd ir drop: 3.26 mV
* internal power: 44.4 mW
* PwrDens: 860 nW/um2

## Setup path
* Worst Setup SP: a[38]
* largest stage delay on the critical path: 800 ps
* crit path capture type: output pin
* WP data required: 34480 ps
* Setup Crit Path Kind: primary input to output pin
* critical-path cell with the highest stage delay: sky130_fd_sc_hd__nor2_1
* Critical Path Most Common Cell: sky130_fd_sc_hd__fa_1
* arrival time at the worst endpoint: 21420 ps
* kind of start point of the critical path: primary input
* biggest fanout along the worst timing path: 23

## Placed design
* number of port buffers: 256
* routability cong.: 1.07
* Detailed Place HPWL: 362000 um
* placed standard-cell area: 133000 um2

## Hold path
* cell depth of the worst hold path: 4
* worst hold-check path type: primary input to output pin
* Hold Crit Start: b[0]
* worst hold path endpoint: o[0]

## Outcome
* run status: completed

## Yosys
* Mean Syn Cell Area: 9.11 um2
* post-synthesis sequential area ratio: 0
* post-synthesis cell count: 14100
* synth warn: 0
* largest area contributor in the synthesized netlist: sky130_fd_sc_hd__fa_1
* Netlist Area Pre-Place: 128000 um2
* count of distinct cell types in the synthesized netlist: 62
* Main area contributors: sky130_fd_sc_hd__fa_1, sky130_fd_sc_hd__inv_1, sky130_fd_sc_hd__and2_1, sky130_fd_sc_hd__nand2_1, sky130_fd_sc_hd__ha_1
* Synth top area share: 0.600
* yosys stat cell total: 14100
* Chip Area, Yosys: 128000 um2

## Global route
* first-pass GRT wire length: 678000 um
* number of global-route vias before repair: 107000
* leftover overflow at the end of global routing: 0
* largest net degree at the start of global routing: 65
* All-Layer GR Usage: 0.399
* antenna violations before repair: 36

## Clock tree
* CTS hold repair buffers: 0
* Setup Buffers After CTS: 0
* PostCTS Resize Cnt: 0

## Flow run
* Max Cap Violations: 0
* tool warning count: 33

[synthesized netlist by cell type, drive strengths merged, types with 2 or more instances]
cell type	instances
fa	3837
o21bai	39
a41oi	2
xor2	42
and3	14
o31ai	5
and4bb	2
o21a	18
a22oi	2
nand3b	2
a21oi	185
nand2b	7
clkbuf	921
ha	654
buf	9
o31a	2
o221ai	4
and2	1945
nand4b	2
a31oi	11
nor4	6
nor3	28
o211ai	8
o41ai	4
and4	12
a211oi	7
nand2	2291
nor2	82
or2	4
o2111ai	3
nand3	27
inv	3546
a221oi	4
or3	3
a21o	57
nand4	47
o22ai	2
o21ai	98
a21boi	10
nor2b	10
a41o	2
xnor2	89
[through the flow]
| step | setup WS [ps] | total power, mW | util | cells | hold WS, ps |
|---|---|---|---|---|---|
| after global routing | 12680 | 121 | 0.522 | 17000 | 18340 |
| after detailed placement | 13580 | 113 | 0.522 | 17000 | 18300 |
| final | 13060 | 114 | 0.522 | 17100 | 18290 |
| after global placement | 13570 | 113 | 0.522 | 17000 | 18300 |
| after floorplan | 17170 | 58.8 | - | 14100 | 17540 |
| after CTS | 13530 | 113 | 0.522 | 17000 | 18300 |
[routing by layer]
metal,part of all wire,routed length [um],global-route usage
met5,0.0021,957,0.0226
met4,0.064,28800,0.187
met3,0.14,61800,0.221
met2,0.49,219000,0.615
met1,0.31,137000,0.461
[cell usage in the layout (no fill, tap or decap), types with 47 or more instances in the layout]
master and n:
sky130_fd_sc_hd__nand4_1 47, sky130_fd_sc_hd__nor2_1 82, sky130_fd_sc_hd__inv_1 3546, sky130_fd_sc_hd__buf_2 128
sky130_fd_sc_hd__ha_1 654, sky130_fd_sc_hd__clkdlybuf4s50_1 128, sky130_fd_sc_hd__buf_4 263, sky130_fd_sc_hd__xnor2_1 89
sky130_fd_sc_hd__and2_1 1945, sky130_fd_sc_hd__fa_1 3837, sky130_fd_sc_hd__a21oi_1 185, sky130_fd_sc_hd__o21ai_0 86
sky130_fd_sc_hd__a21o_1 57, sky130_fd_sc_hd__nand2_1 2291
[worst max-delay path: cells and delay by family]
| family | cells | cell delay [ps] |
|---|---|---|
| AND/OR/NAND/NOR | 10 | 3460 |
| AND-OR/OR-AND | 2 | 1040 |
| XOR/XNOR | 1 | 230 |
| buffers and inverters | 11 | 2600 |
| adder cells (fa/ha/maj) | 11 | 5430 |
[cell families after synthesis]
group	after synthesis	share of synthesized area
AOI/OAI and AO/OA	472	0.0228
xor gates and xnor gates	131	0.00896
adders and majority gates	4491	0.664
buffers and inverters	4476	0.131
and+or+nand+nor	4485	0.173
[layout make-up]
| cell class | count | area, um2 |
|---|---|---|
| Fill cell | 22800 | 122000 |
| Timing Repair Buffer | 523 | 3980 |
| Inverter | 3546 | 13300 |
| Tap cell | 3366 | 4210 |
| Antenna cell | 39 | 97.6 |
| Multi-Input combinational cell | 9579 | 111000 |
[worst max path at each step]
stage                   end  slack, ps
after CTS             o[96]      13530
after global routing  o[96]      12680
final                 o[96]      13060
Power and IR drop assume default switching activity.
