### /design/flow/run.sh
#!/bin/bash
# OpenROAD 26Q1-2900-gdf79404cd8, Yosys 0.63+post, stock flow scripts
make -C /OpenROAD-flow-scripts/flow DESIGN_CONFIG=/design/flow/config.mk WORK_HOME=/design/flow/orfs finish
### /design/flow/config.mk
export PLATFORM = sky130hd
export DESIGN_NAME = gold_multiply_adder
export DESIGN_NICKNAME = gold_multiply_adder
export VERILOG_FILES = /design/flow/design.v
export SDC_FILE = /design/flow/constraint.sdc
export NUM_CORES = 4
export LEC_CHECK = 1
export CORE_UTILIZATION = 30
### /design/flow/constraint.sdc
current_design gold_multiply_adder

set clk_period 68.8
set clk_io_pct 0.2

create_clock -name clk0 -period $clk_period

set non_clock_inputs [all_inputs -no_clocks]
set_input_delay [expr $clk_period * $clk_io_pct] -clock clk0 $non_clock_inputs
set_output_delay [expr $clk_period * $clk_io_pct] -clock clk0 [all_outputs]
### /design/flow/design.v
module gold_multiply_adder
#(
    parameter BITS=64
) (
    input [BITS-1:0] a,
    input [BITS-1:0] b,
    input [BITS*2-1:0] c,
    output [BITS*2-1:0] o
);
    assign o = a * b + c;
endmodule
==> results.cfg <==
; physical design summary
[run_status]
status = complete, no violations

[sta]
final.period_utilization_pct = 57.1
drv_slew = 0
max_slew.worst_pin.slew_ns = 1.16
fmax_mhz = 25.4
totalNegativeSetupSlack_ns = 0
worst_slack_ns = 29.49
rsz0062_at_grt = no
timing.final.hold_violations = 0
worst_slew_margin_rel_pct = 22.3
period_minus_slack_ns = 39.31
timing.final.setup_violations = 0

[synth]
syn-mean-instance-area_um2 = 9.20
post_synth_most_frequent_cells = sky130_fd_sc_hd__fa_1 (3964), sky130_fd_sc_hd__inv_1 (3614), sky130_fd_sc_hd__and2_1 (2149)
share_of_the_synthesized_area_in_the_top_cell_type_pct = 60.4
post-synth-top-count-cell = sky130_fd_sc_hd__fa_1
synthDistinctLibCells = 71
synthDominantAreaCellType = sky130_fd_sc_hd__fa_1
sequential_share_of_the_synthesized_area_pct = 0
ys_cells = 14300
ys.warnings.count = 0
top_cells_by_area = sky130_fd_sc_hd__fa_1 (60%), sky130_fd_sc_hd__inv_1 (10%), sky130_fd_sc_hd__and2_1 (10%), sky130_fd_sc_hd__nand2_1 (6.0%), sky130_fd_sc_hd__ha_1 (6.0%)
syn-instance-count = 14300
ys_area_um2 = 131000
synth_area_um2 = 131000

[power_and_ir_drop]
power_leakage_nw = 70.2
design_power_total_mw = 88.7
vdd.ir_drop.worst_mv = 1.85
internal_power_mw = 33.6
p_per_area_nw_per_um2 = 632
net-switching-power_mw = 55.2
power.switching_fraction_pct = 62.2

[finish]
ff_latch_area_um2 = 0
layout_cell_area_excl_fill_um2 = 140000
total_of_fill_cells_in_the_finished_design = 44800
layout.clock_buffers = 0
post_route_cells_drive_above_1_share_pct = 3.02
multi_input_comb_area_um2 = 114000
seq_cells = 0
synthToLayoutAreaGrowth_pct = 6.87

[worst_setup_path]
critical_path_required_ns = 55.04
setup.worst_path.class = in -> out
critical_path.startpoint_type = input pin
cpLargestDelayFamily = adder cells
critical_path.max_stage_delay_ns = 0.88
critical_path_buf_inv_count = 9
slowest_stage = sky130_fd_sc_hd__a21oi_1
startpoint = a[30]
worst_ep_arrival_time_ns = 25.55
cp_max_fo = 31
critical_path.endpoint_type = output pin
timing.critical_path.mode_cell = sky130_fd_sc_hd__fa_1

[floorplanning]
dieArea_um2 = 440000
dieHeight_um = 664
placement_rows = 242
coreArea_um2 = 435000
die_w_um = 664
fp-utilization_pct = 30.2
io_pins = 384

[placement]
io_buffers = 384
finalWeightedCongestion = 1.03
place_hpwl_mm = 383
pre_cts_setup_slack_ns = 29.66
detailed_place.area_um2 = 140000

[clocking]
post_cts_resized = 0
postCtsSetupRepairBufs = 0
ctsHoldBuffers = 0

[grt]
antenna_found_initial = 69
grt-ovfl-total = 0
grt_first_pass_wirelength_mm = 708
maximum_number_of_pins_on_one_net_before_global_route_repair = 65
combined_global_route_utilization_of_all_metal_layers_pct = 23.2
number_of_global_route_vias_before_repair = 106000

[min_path]
worst_hold_path_type = in -> out
worstHoldStart = b[0]

[route]
num_vias = 94300
drt_drc_violations_left = 0
antenna_left = 0
routed_via_density = 4.77
drt_first_iter_violations = 3894
wirelength_mm = 470
number_of_iterations_in_the_first_detailed_routing_pass = 7
wire_per_inst_um = 23.8

[flow_run]
max_cap_violations = 0
warnings = 32
==> worst paths after layout <==
kind,end,slack (ns),cells past startpoint
worst max-delay path,o[68],29.49,31
worst min-delay path,o[0],28.48,4
==> per-stage QoR <==
stage          cells  utilization [%]  hold slack, ns
2_1_floorplan  14300                -           27.60
3_3_place_gp   19700             32.2           28.49
3_5_place_dp   19700             32.2           28.49
4_1_cts        19700             32.2           28.50
5_1_grt        19700             32.2           28.55
6_report       19800             32.3           28.48
==> power by group through the flow <==
stage / sequential [mW] / clock [mW] / combinational (mW)
4_1_cts: 0 / 0 / 87.6
5_1_grt: 0 / 0.00000000626 / 94.6
==> routing by layer <==
layer / wire length (um) / share of wire [%] / GRT usage (%) / vias to the layer above
li1: - / - / - / 39300
met1: 159000 / 34 / 26.8 / 48800
met2: 214000 / 45 / 34.9 / 5039
met3: 73200 / 16 / 15.1 / 1012
met4: 22900 / 4.9 / 8.36 / 62
met5: 676 / 0.14 / 0.608 / -
==> logic make-up after synthesis <==
group | Yosys count | share of synthesized area [%]
adder cells (fa/ha/maj) | 4589 | 66.4
AND/OR/NAND/NOR | 4500 | 17.3
AND-OR/OR-AND | 506 | 2.46
XOR/XNOR | 127 | 0.847
multiplexers | 1 | 0.00762
buffers and inverters | 4559 | 13.0
==> layout by cell type (no fill, tap or decap), drive strengths merged, types with 16 or more instances in the layout <==
master and n:
and3 16, inv 3614, nor3 32, nand4 51, buf 396, nand2 2091, a21o 63, nor2 80
o21ai 101, clkdlybuf4s50 256, xor2 42, nand3 22, a21oi 184, fa 3964, o21bai 36, ha 625
xnor2 85, and2 2150, diode 28
==> worst min-delay path, stage by stage <==
cell and delay (ns):
sky130_fd_sc_hd__buf_2 0.23, sky130_fd_sc_hd__and2_1 0.17, sky130_fd_sc_hd__ha_1 0.11, sky130_fd_sc_hd__clkdlybuf4s50_1 0.44
==> area by class of cell <==
| type | instances | area share (%) |
|---|---|---|
| multi-input cells | 9723 | 81.4 |
| inverters | 3614 | 9.66 |
| well taps | 5734 | 5.11 |
| repair buffers | 652 | 3.79 |
| diodes | 28 | 0.0499 |
Power is estimated from default activity; no workload was simulated.
