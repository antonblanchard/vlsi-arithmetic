`flow/design.v`:
```
module gold_multiply_adder_pipelined
#(
    parameter BITS=64
) (
    input clk,
    input rst,  
    input [BITS-1:0] a,
    input [BITS-1:0] b,
    input [BITS*2-1:0] c,
    output [BITS*2-1:0] o
);
    reg [BITS*2-1:0] o_tmp[2:0];
    always @(posedge clk) begin
	o_tmp[2] = o_tmp[1];
	o_tmp[1] = o_tmp[0];
	o_tmp[0] = (a * b) + c;
    end
    assign o = o_tmp[2];
endmodule
```
`flow/run.sh`:
```
#!/bin/bash
# OpenROAD 26Q1-2900-gdf79404cd8, Yosys 0.63+post, stock flow scripts
make -C /OpenROAD-flow-scripts/flow DESIGN_CONFIG=/design/flow/config.mk WORK_HOME=/design/flow/orfs finish
```
`flow/config.mk`:
```
export PLATFORM = sky130hd
export DESIGN_NAME = gold_multiply_adder_pipelined
export DESIGN_NICKNAME = gold_multiply_adder_pipelined
export VERILOG_FILES = /design/flow/design.v
export SDC_FILE = /design/flow/constraint.sdc
export NUM_CORES = 4
export LEC_CHECK = 1
export CORE_UTILIZATION = 50
```
`flow/constraint.sdc`:
```
current_design gold_multiply_adder_pipelined

set clk_period 31.1
set clk_io_pct 0.2

create_clock -name clk0 -period $clk_period [get_ports {clk}]

set non_clock_inputs [all_inputs -no_clocks]
set_input_delay [expr $clk_period * $clk_io_pct] -clock clk0 $non_clock_inputs
set_output_delay [expr $clk_period * $clk_io_pct] -clock clk0 [all_outputs]
```
==> impl_metrics.csv <==
group,metric,value,unit
outcome,status,"finished, final reports clean",
grt,grt_overflow,0,
place,place_ws,14110,ps
detailed_routing,avgViaCountPerCell,5.25,
detailed_routing,wirelength,453000,um
logic_synthesis,edf_count,0,
detailed_routing,first_pass_iters,7,
worst_setup_path,cp_data_required_time,31620,ps
final_timing,hold_ws,311,ps
clocking,clockRootBuffer,"clkbuf_16",
cells_and_area,fill_cells,25688,
job,warnings,26,
grt,grt_max_degree,65,
cells_and_area,fin_cells,18149,
job,maxCapViolations,0,
logic_synthesis,synthCells,14673,
worst_setup_path,critical_path_class,"input port to flop",
place,io_buffers,384,
logic_synthesis,common_cells,"fa_1, inv_1, and2_1, nand2_1, clkbuf_1",
final_timing,worst_pin_slew,965,ps
worst_setup_path,crit_path_end_kind,"flop",
clocking,cts.repair.resized,0,
cells_and_area,largest_reg_flops,384,
clocking,cts.sinks,384,
final_timing,finalWorstPathRequiredPeriod,16740,ps
cells_and_area,ff_latch_area,7690,um^2
clocking,path_clk_slew,70,ps
place,globalplace.congestion,1.03,
logic_synthesis,synth_dominant_cell_count,"fa_1",
grt,use_met3,0.188,
logic_synthesis,top_area_frac,0.571,
clocking,cts_tree,"yes",
clocking,clock_path_buffers,3,
logic_synthesis,yosys_area,139000,um^2
logic_synthesis,yosys_warnings,2,
final_timing,slew_headroom,0.356,
grt,grt_pass1_wl,688000,um
clocking,cts_setup_buffers,0,
logic_synthesis,area_leaders,"fa_1, inv_1, and2_1",
clocking,hold_buffers,0,
worst_setup_path,cpMaxStageDelayCell,"fa_1",
logic_synthesis,synth_seq_share,0.0553,
die,die_w,529,um
worst_setup_path,crit_path_frequent_cell,"fa_1",
logic_synthesis,ff_type,"dfxtp_1",
grt,met1_usage,0.454,
cells_and_area,final-comb-area,114000,um^2
logic_synthesis,synth_flops,384,
detailed_routing,avgRoutedWirePerCell,25.0,um
detailed_routing,vias,95264,
worst_setup_path,path_buffers,7,
min_path,hold_class,"flop to flop",
grt,antenna_found_initial,27,
place,dp_hpwl,366000,um
place,dp_cells,18069,
die,rows,193,
final_timing,fmax,0.0597,GHz
final_timing,final_max_slew_viol_count,0,
worst_setup_path,arrival,17260,ps
logic_synthesis,top_area_cell,"fa_1",
clocking,cts_buffers,30,
final_timing,fin_skew,16.2,ps
worst_setup_path,start_kind,"input port",
clocking,clk_latency,600,ps
worst_setup_path,critPathMaxStageDelay,900,ps
cells_and_area,drive_above_1_share,0.0319,
die,die_h,529,um
logic_synthesis,ys_async_sr_fraction,0,
detailed_routing,ant_nets,0,
final_timing,finalSetupTns,0,ps
final_timing,fin_ws,14360,ps
grt,grt.busiest_layer,"met2",
grt,grt_use_total,0.373,
detailed_routing,drc,0,
die,dieArea,280000,um^2
final_timing,rsz0062_at_grt,"no",
clocking,htreeDepth,1,
final_timing,setup_violations,0,
logic_synthesis,ys_cells,14673,
grt,grt_pass1_vias,106735,
worst_setup_path,critical_path.max_fanout,26,
logic_synthesis,synth_cell_type_count,68,
die,fp.coreArea,276000,um^2
cells_and_area,area_growth,5.33,%
logic_synthesis,netlist_area,139000,um^2
grt,use_met2,0.558,
final_timing,fin_crit_sh,0.538,
die,core_util_floorplan,0.503,
logic_synthesis,post_synth.cell_area_avg,9.47,um^2
die,pin_count,386,
detailed_routing,drt-initial-drc-count,3861,
worst_setup_path,critPathTopFamily,"adder cells",
final_timing,hold_violations,0,
[metrics by stage]
step / instance area [um^2] / util
finish: 146000 / 0.530
global route: 146000 / 0.529
CTS: 146000 / 0.529
detailed placement: 145000 / 0.525
global placement: 145000 / 0.525
floorplan: 139000 / -
[layer usage]
layer	wire, um	up-vias
li1	-	40527
met5	526	-
met1	148000	49406
met3	55500	924
met4	33100	29
met2	216000	4378
[final cells by class]
cell class | count | area share
Antenna cell | 24 | 0.000410
Inverter | 3603 | 0.0924
Clock buffer | 36 | 0.00557
Tap cell | 3705 | 0.0317
Multi-Input combinational cell | 9734 | 0.780
Clock inverter | 20 | 0.00186
Sequential cell | 384 | 0.0525
Timing Repair Buffer | 643 | 0.0355
[final timing paths]
path	endpoint	startpoint	cells past startpoint	slack [ps]
worst max-delay path	o_tmp[0][94]	a[29]	30	14360
worst max register to register	o_tmp[2][25]	o_tmp[1][25]	0	30680
worst min register to register	o_tmp[1][52]	o_tmp[0][52]	0	310
worst min-delay path	o_tmp[1][52]	o_tmp[0][52]	0	310
[kinds of logic (layout without fill, tap and decap cells)]
logic type                 count (synthesis)  after routing  synth area share
adders and majority gates               4589           4589             0.628
and+or+nand+nor                         4494           4494             0.163
DFF                                      384            384            0.0553
xor gates and xnor gates                 130            130           0.00820
other                                      0             24                 0
AOI/OAI and AO/OA                        521            521            0.0232
buffers and inverters                   4555           4302             0.123
[layout by cell type (no fill, tap or decap), types with 105 or more instances in the layout]
master,synthesis,layout
and2_1,2146,2146
buf_4,0,255
o21ai_0,105,105
buf_2,3,128
ha_1,625,625
fa_1,3964,3964
a21oi_1,194,194
nand2_1,2102,2102
inv_1,3603,3603
dfxtp_1,384,384
clkdlybuf4s50_1,0,256
